File: flow/run.sh
#!/bin/bash
# OpenROAD 26Q1-2900-gdf79404cd8, Yosys 0.63+post, stock flow scripts
make -C /OpenROAD-flow-scripts/flow DESIGN_CONFIG=/design/flow/config.mk WORK_HOME=/design/flow/orfs finish
File: flow/config.mk
export PLATFORM = sky130hd
export DESIGN_NAME = chiaXung50MHzThanh1Hz
export DESIGN_NICKNAME = chiaXung50MHzThanh1Hz
export VERILOG_FILES = /design/flow/design.v
export SDC_FILE = /design/flow/constraint.sdc
export NUM_CORES = 4
export LEC_CHECK = 1
export CORE_AREA = 10 10 88 88
export DIE_AREA = 0 0 98 98
File: flow/constraint.sdc
current_design chiaXung50MHzThanh1Hz

set clk_period 4.0
set clk_io_pct 0.2

create_clock -name clk0 -period $clk_period [get_ports {Clk50MHz}]

set non_clock_inputs [all_inputs -no_clocks]
set_input_delay [expr $clk_period * $clk_io_pct] -clock clk0 $non_clock_inputs
set_output_delay [expr $clk_period * $clk_io_pct] -clock clk0 [all_outputs]
File: flow/design.v
`timescale 1ns/1ps
module chiaXung50MHzThanh1Hz (
    input Clk50MHz,
    output reg Clk1Hz
);
    reg [24:0] cnt;  
    initial begin
        cnt <= 1;
        Clk1Hz <= 0;
    end
    always @ (posedge Clk50MHz) begin
        if (cnt == 25_000_000) begin  
            Clk1Hz <= ~Clk1Hz;
            cnt <= 1;
        end else begin  
            cnt <= cnt + 1;
        end
    end
endmodule
==> results.ini <==
[yosys]
synthDistinctLibCells=33
synth_area_mm2=0.00115
enable_flop_cells=1
syn_avg_cell_area_um2=9.20
ys.flop_type=dfxtp_1
yosysWarnings=1
synthCells=125
async_flop_share=0
numSynthFlops=26
yosysSeqAreaShare=0.461
yosys_cells=125
yosys-stat-area_mm2=0.00115

[placement]
dp_slack_ps=1900
port_buffers=1
place_congestion=0.881
hpwl_um=1450

[floorplanning]
die_h_um=98
core_region_area_mm2=0.00592
rows=28
chipArea_mm2=0.00960
fp_util=0.194
ios=2
die_width_um=98

[global_routing]
grt_util_met2=0.0594
grt_pass1_vias=768
grt_use_met1=0.0619
grt_pass1_wl_um=3530
grt-ovfl-total=0
antenna_found_initial=0
grt_usage=0.0415
grt_start_max_net_pins=17
met3_usage=0.00853
top_usage_layer=met1

[setup_path]
startpoint_type=flop
end_kind=flop
rr_startpoint=cnt[2]$_SDFF_PN0_
arrival_ps=2300
worstSetupPathType=flop to flop
path_max_fanout=7
critPathLaunch=cnt[2]$_SDFF_PN0_
cp.required_ps=4160

[detailed_routing]
dr.pass1.iters=6
num_vias=827
drcViolationCount=0
wl_per_cell_um=9.86
avgViaCountPerCell=4.05
drtIter0Drc=39
drtAntennaViolNets=0
n_antenna_cell=0
wirelength_um=2010

[clock_tree]
cts_hold_buf=0
path_clk_slew_ps=90
root_buffer=clkbuf_8
cts.sinks=26
cts_tree=built
clkLatencyLatePin_ps=270
h-tree-depth=1
ctsResizeCount=0
cts_buffer_depth=2
cts_buffers=3
cts_setup_buffers=0

[cells_and_area]
fill_cells=632
area_growth_pct=15.1
drive_gt1_frac=0.0930
final_util=0.224

[timing]
slew_viol_final=0
holdWs_ps=472
min_period_ps=2140
hold_viol=0
clock.fmax_ghz=0.468
grt_setup_unrepaired=false
slew_headroom=0.702
setup_slack_ps=1860
clock_skew_ps=7.59
fin_tns_setup_ps=0
worstMarginPinSlew_ps=440
finalCritPeriodShare=0.534
setup_violations=0

[run]
openroad.warnings=26
drv_cap=0

[power]
leakagePower_nw=0.446
powerDensity_mw_per_mm2=358
ir_drop_uv=137
power_w=0.000474

[worst_hold_path]
min_path_type=flop to flop
worstHoldStart=cnt[0]$_SDFF_PN1_

[run_status]
status=completed

## layout by cell type (no fill, tap or decap), drive strengths merged, types with 2 or more instances in the layout
cell    instances
nor4            2
nand3b          3
inv             6
xnor2          11
and3            3
nand3          10
nor4b           2
nand2           8
clkbuf          3
ha              2
o21ai           4
nand4           6
nor3            4
or4b            2
nand2b          2
dfxtp          25
nor2           17
xor2            7
## synth_stat cells, drive strengths merged, types with 2 or more instances
| cell | instances | area share |
|---|---|---|
| xnor2 | 11 | 0.084 |
| nand3b | 3 | 0.023 |
| and3 | 3 | 0.016 |
| nand2 | 8 | 0.026 |
| nand2b | 2 | 0.011 |
| xor2 | 7 | 0.053 |
| nor4b | 2 | 0.015 |
| o21ai | 4 | 0.021 |
| nor4 | 2 | 0.016 |
| nand3 | 10 | 0.044 |
| nand4 | 6 | 0.038 |
| or4b | 2 | 0.021 |
| inv | 6 | 0.020 |
| nor3 | 4 | 0.017 |
| nor2 | 17 | 0.055 |
| ha | 2 | 0.022 |
| dfxtp | 25 | 0.44 |
## path summary, 6_finish.rpt
kind / endpoint / slack (ps) / cells after the start
max: cnt[19]$_SDFF_PN0_ / 1860 / 5
min: cnt[0]$_SDFF_PN1_ / 470 / 1
max reg2reg: cnt[19]$_SDFF_PN0_ / 1860 / 5
min reg2reg: cnt[0]$_SDFF_PN1_ / 470 / 1
## per-stage QoR
stage          cell area (µm²)  cells
2_1_floorplan             1150    125
3_3_place_gp              1250    200
3_5_place_dp              1250    200
4_1_cts                   1320    204
5_1_grt                   1320    204
6_report                  1320    204
## final cells by class
type / instances / area, µm² / area share
multi-input combinational: 91 / 588 / 0.444
sequential: 26 / 531 / 0.401
tap: 75 / 93.8 / 0.0709
clock buffer: 3 / 41.3 / 0.0312
clock inverter: 1 / 30.0 / 0.0227
inverter: 6 / 22.5 / 0.0170
timing repair buffer: 2 / 17.5 / 0.0132
## where the power goes
part           switching, W  internal [W]  leakage (nW)
Clock             0.0000806      0.000134        0.0357
Combinational             0             0         0.197
Sequential                0      0.000260         0.213
## registers in the layout, indices dropped and copies added, names as in the netlist
signal / flops
Clk1Hz: 1
cnt: 25
## worst max-delay path, stage by stage, from the launching register on
cell and delay (ps):
dfxtp_1 450, nand4_2 170, or4_1 680, or4b_4 580, nand3b_2 90, o21ai_2 50
## kinds of logic after synthesis
family	after synthesis	synth area share
xor+xnor	18	0.137
buf+inv	8	0.0272
flops	26	0.461
mux	1	0.00871
fa+ha+maj	2	0.0218
simple gates	65	0.319
compound gates	5	0.0250
## per-layer routing
layer | part of all wire | vias up
met2 | 0.40 | 12
met1 | 0.55 | 376
met3 | 0.032 | 2
met4 | 0.021 | 0
met5 | 0 | -
li1 | - | 437
No activity file was given, so power comes from the tool's default toggle rates.
