$ cat /design/flow/design.v
`timescale 1ns/1ps
module dem8Bit (
    input  wire Clk1_5Hz,
    input  wire RST,
    input  wire UD,         
    input  wire SS,         
    output reg [7:0] Led8_Out
);
    always @(posedge Clk1_5Hz or posedge RST) begin
        if (RST) begin
            Led8_Out <= 8'b0000_0000;
        end else if (SS) begin
            if (UD == 1'b0) begin
                if (Led8_Out == 8'hFF)
                    Led8_Out <= 8'b0000_0000;
                else
                    Led8_Out <= Led8_Out + 1;
            end else begin
                if (Led8_Out == 8'b0000_0000)
                    Led8_Out <= 8'hFF;
                else
                    Led8_Out <= Led8_Out - 1;
            end
        end else begin
            Led8_Out <= Led8_Out;
        end
    end
endmodule
$ cat /design/flow/run.sh
#!/bin/bash
# OpenROAD 26Q1-2900-gdf79404cd8, Yosys 0.63+post, stock flow scripts
make -C /OpenROAD-flow-scripts/flow DESIGN_CONFIG=/design/flow/config.mk WORK_HOME=/design/flow/orfs finish
$ cat /design/flow/config.mk
export PLATFORM = sky130hd
export DESIGN_NAME = dem8Bit
export DESIGN_NICKNAME = dem8Bit
export VERILOG_FILES = /design/flow/design.v
export SDC_FILE = /design/flow/constraint.sdc
export NUM_CORES = 4
export LEC_CHECK = 1
export CORE_AREA = 10 10 70 70
export DIE_AREA = 0 0 80 80
$ cat /design/flow/constraint.sdc
current_design dem8Bit

set clk_period 2.6
set clk_io_pct 0.2

create_clock -name clk0 -period $clk_period [get_ports {Clk1_5Hz}]

set non_clock_inputs [all_inputs -no_clocks]
set_input_delay [expr $clk_period * $clk_io_pct] -clock clk0 $non_clock_inputs
set_output_delay [expr $clk_period * $clk_io_pct] -clock clk0 [all_outputs]
==> flow_results.org <==
* Implementation run

** Run status
- Outcome :: finished clean

** Power
- In this run, the clock network consumes between 10% and 20% of the power.
- The report lists the power per cell area as 919.5 nW/um2.
- Worst vdd ir :: 0.4522 mV
- Sw Pwr :: between 0.0003 and 0.0004 W
- Standby leakage power :: between 0.3 and 0.4 nW
- Total internal power :: approximately 0.00045 W
- In this run switching power makes up 44.89% of total power.
- Fraction of power consumed by combinational cells :: approximately 46%
- Share of power burned in registers :: between 40 and 50%

** Finish
- Fill cell instance count of the final layout :: 378
- Largest Register :: Led8_Out
- Post-Layout Inst Area :: 884.6 um2
- Top flop regs :: Led8_Out x8
- The area growth from synthesis to layout is 17.83%.
- The register with the most flip-flops in the layout has 8 of them.
- Cells fill roughly 26% of the core in the end.
- The post-route netlist has approximately 13% of its cells at a drive strength greater than 1.

** Placed design
- Post-detail-place hpwl :: around 1500 um
- Cell area after placement :: about 860 um2
- Input and output buffers added on the ports amount to 11.
- Setup slack on the worst path after placement came out at roughly 0.52 ns.
- The final weighted congestion recorded by global placement is about 0.91.

** STA
- Setup WS post-layout :: 0.6521 ns
- For reference, the final report shows the max-slew violation count at 0.
- Final hold analysis gives a worst-case slack of around 0.52 ns.
- Post-route minimum period :: roughly 1.9 ns
- Derived from the worst setup path, the maximum achievable clock frequency is a little over 0.5 GHz.
- The final layout reports a setup TNS of 0 ns.
- Setup Skew :: between 0.008 and 0.009 ns
- Setup repair after global routing missed its margin :: no
- Count of endpoints failing setup in the final report :: 0
- Ratio of final minimum period to clock period :: 74.92%
- Count of final hold-check violations :: 0
- Measured against its own limit, the worst slew margin works out to between 70% and 80%.
- Transition time at the pin with the least slew margin :: 0.4402 ns

** Critical path
- Endpoint kind of the worst setup timing path :: register
- Critical path startpoint category :: register
- The worst register-to-register path depth is 6.
- Worst setup path startpoint :: Led8_Out[0]$_DFFE_PP0P_
- Data on the critical path is required at its endpoint by approximately 2.8 ns.
- Looking at the reg2reg group, the worst path ends at Led8_Out[3]$_DFFE_PP0P_.
- Critical R2R Launch :: Led8_Out[0]$_DFFE_PP0P_
- Crit path max fanout :: 10
- The arrival time of data at the worst endpoint is listed as 2.13 ns.
- Critical setup path kind :: reg -> reg
- In this run the worst setup path terminates at Led8_Out[3]$_DFFE_PP0P_.
- Slack of the worst reg-to-reg path :: between 0.6 and 0.7 ns

** Clock tree
- Gates resized during post-CTS repair numbered 0.
- Clk sinks :: 8
- After clock tree synthesis, the setup repair step added 0 buffers.
- Counting along the longest clock path gives a buffer depth of 2.
- Max H-tree Level :: 1
- TritonCTS built the clock tree.
- The later pin in the worst-skew pair is clocked with a latency of approximately 0.26 ns.
- Clock Tree Root :: clkbuf_4
- Post-cts hold-fix buffer tally :: 0
- Number of CTS-inserted buffers :: 3
- Clock transition at path regs :: roughly 0.060 ns

** Hold path
- Class of the tightest hold or removal check :: in -> async

** Synthesis
- Primary flip-flop cell chosen by synthesis mapping :: dfrtp_1
- For this run the top cell type by instance count after synthesis was a21oi_1.
- Per the synth log, the flip-flop and latch total comes to 8.
- Synthesis produced a netlist whose cell count is ~90.
- In this run the cell area of the synthesized design comes to 750.7 um2.
- Yosys stat chip area :: around 750 um2
- Averaged over all synthesized cells, the footprint is 8.341 um2.
- Tally of unique sky130hd cells used after synthesis :: 38
- Cells in synth_stat.txt :: 90
- Yosys warns :: 1
- Counting flops with a built-in enable in the synthesized netlist gives 0.
- Per Yosys stat, the portion of area used by sequential elements is between 20% and 30%.
- By area the synthesized netlist is led by dfrtp_1, a21oi_1, ha_1, inv_1, nand2_1.
- For reference, the top cells by count after synthesis are a21oi_1, dfrtp_1, inv_1, nand2_1, nor2_1.
- Counting flops with an async set or reset pin after synthesis yields a share of approximately 100%.
- Synth top area share :: a little over a quarter
- Sorting the Yosys area breakdown by cell type puts at the top dfrtp_1.

** GRT
- Wire length of the first global-routing pass :: roughly 3300 um
- Per the GRT congestion report, total overflow comes to 0.
- Entering global routing, the biggest net connects 13 pins.
- Across every metal layer, demand over resource in global routing totals 6.333%.
- The number of antenna violations at the first check in global routing was 0.
- The via count of the first global-routing pass is around 650.

** Route
- After detailed routing, no signal wire sits above met4.
- Vias per Instance :: 4.986
- The script parses the final routing iteration and logs DRC violations as 0.
- Post-detailed-route wirelength per cell :: approximately 14 um
- Tally of nets with antenna violations remaining after routing :: 0
- Met1 WL :: between 900 and 1000 um
- 0 antenna diodes ended up in the layout.
- Across all layers, the routed design uses 713 vias.
- Summed over all layers, the routed wires come to between 1500 and 2000 um.
- WL met2 :: between 800 and 900 um
- Detailed Routing Iterations Pass 1 :: 4
- Number of DRC violations after detailed-routing iteration 0 :: about 50
- In the detailed route, the total length drawn on met3 is about 240 um.

** Die
- Site Rows :: 21
- Chip Width :: approximately 80 um
- According to the I/O placement log, the pin count is 12.
- The share of the core area taken by cells at floorplan is 21.98%.
- The die is around 80 um tall.
- Standard cell core area :: between 3000 and 4000 um2
- Die Footprint :: 6400 um2

** Run
- MaxCap Viol Count :: 0
- The tool warning count for the run is 27.
==> worst min-delay path by stage <==
| stage | endpoint | slack, ns | cells after the start |
|---|---|---|---|
| 4_1_cts | Led8_Out[7]$_DFFE_PP0P_ | 0.54 | 2 |
| 5_1_grt | Led8_Out[7]$_DFFE_PP0P_ | 0.55 | 2 |
| 6_report | Led8_Out[7]$_DFFE_PP0P_ | 0.52 | 2 |
==> layout by cell type (no fill, tap or decap), types with 3 or more instances in the layout <==
| cell type | count |
|---|---|
| a21oi_1 | 10 |
| nand2_1 | 7 |
| nand3_1 | 5 |
| o21ai_0 | 5 |
| dfrtp_1 | 8 |
| ha_1 | 3 |
| clkbuf_4 | 3 |
| inv_1 | 7 |
| a31oi_1 | 4 |
| nor2_1 | 6 |
| clkdlybuf4s50_1 | 11 |
==> power groups by stage <==
stage	Clock (W)	Combinational, W	Sequential [W]
5_1_grt	0.000112	0.000423	0.000356
6_report	0.0000999	0.000376	0.000338
4_1_cts	0.000101	0.000379	0.000335
==> critical path, stage by stage (launching register included) <==
cell	delay (ns)
dfrtp_1	0.52
inv_1	0.16
ha_1	0.15
nor4b_2	0.34
nand3_1	0.27
mux2_2	0.35
o211ai_1	0.08
==> through the flow <==
step                      std cells   power, W
after floorplan                  90  0.0005865
after global placement          140  0.0007120
after detailed placement        140  0.0007114
after CTS                       143  0.0008150
after global routing            143  0.0008917
final                           143  0.0008134
==> kinds of logic after synthesis <==
| group | count (synthesis) | share of synthesized area (%) |
|---|---|---|
| muxes | 3 | 4.333 |
| buffers and inverters | 14 | 11.00 |
| DFF | 8 | 26.67 |
| adders and majority gates | 3 | 5.001 |
| xor gates and xnor gates | 2 | 2.334 |
| AOI/OAI and AO/OA | 26 | 21.83 |
| and+or+nand+nor | 34 | 28.84 |
==> cell type report <==
cell class	instances	area [um2]	area share, %
sequential	8	200.2	22.63
tap	46	57.56	6.506
multi-input combinational	68	467.9	52.90
clock buffer	3	22.52	2.546
inverter	7	26.28	2.970
timing repair buffer	11	110.1	12.45
==> layer usage <==
metal	global-route usage (%)	vias to the layer above
li1	-	343
met1	9.723	329
met2	7.865	37
met3	3.182	4
met4	0.3521	0
met5	0	-
No activity file was given, so power comes from the tool's default toggle rates.
