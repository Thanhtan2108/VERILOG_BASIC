===== ./run.sh =====
#!/bin/bash
# OpenROAD 26Q1-2900-gdf79404cd8, Yosys 0.63+post, stock flow scripts
make -C /OpenROAD-flow-scripts/flow DESIGN_CONFIG=/design/flow/config.mk WORK_HOME=/design/flow/orfs finish

===== ./config.mk =====
export PLATFORM = sky130hd
export DESIGN_NAME = chiaXung50MHzThanh5Hz
export DESIGN_NICKNAME = chiaXung50MHzThanh5Hz
export VERILOG_FILES = /design/flow/design.v
export SDC_FILE = /design/flow/constraint.sdc
export NUM_CORES = 4
export LEC_CHECK = 1
export CORE_AREA = 10 10 95 95
export DIE_AREA = 0 0 105 105

===== ./constraint.sdc =====
current_design chiaXung50MHzThanh5Hz

set clk_period 3.7
set clk_io_pct 0.2

create_clock -name clk0 -period $clk_period [get_ports {Clk50MHz}]

set non_clock_inputs [all_inputs -no_clocks]
set_input_delay [expr $clk_period * $clk_io_pct] -clock clk0 $non_clock_inputs
set_output_delay [expr $clk_period * $clk_io_pct] -clock clk0 [all_outputs]

===== ./design.v =====
`timescale 1ns/1ps
module chiaXung50MHzThanh5Hz (
    input Clk50MHz,
    output reg Clk5Hz
);
    reg [22:0] cnt;  
    initial begin
        cnt <= 1;
        Clk5Hz <= 0;
    end
    always @ (posedge Clk50MHz) begin
        if (cnt == 5_000_000) begin  
            Clk5Hz <= ~Clk5Hz;
            cnt <= 1;
        end else begin  
            cnt <= cnt + 1;
        end
    end
endmodule

==> deck_impl_summary.md <==
Key Metrics from the Run

Status
  – Outcome: finished, final reports clean

Synth
  – Ys flops: 24
  – Synth Cell Area: 1090 sq um
  – Post-synth seq share: 0.452
  – Yosys stat area: 1090 sq um
  – Syn. warnings: 1
  – Synth top cell by count: dfxtp_1
  – Top post-synthesis cells by area: dfxtp_1 42%, xnor2_1 12%, nor2_1 4.1%
  – # Cells Yosys: 108
  – Unique cell types: 29
  – Mapped Cells: 108
  – Main flop type: dfxtp_1
  – Cell accounting for the most synthesized area: dfxtp_1
  – Avg Inst Size Synth: 10.1 sq um
  – Top cells by count: 23 x dfxtp_1, 15 x xnor2_1, 12 x nor2_1
  – Ys async rst share: 0
  – Flip-flops with a built-in enable: 1
  – Top cell area share: 0.424

Worst setup path
  – Crit path DAT: 1.88 ns
  – Crit path max fanout: 11
  – R2r endpoint: Clk5Hz
  – Worst flop-to-flop path startpoint: cnt[0]
  – Crit. End Element: register
  – Register-to-register setup slack: 1.72 ns
  – WS Path Type: reg -> reg
  – Critical Path RT: 3.60 ns
  – Critical path launch point type: register
  – Reg2reg path depth: 5

Floorplan
  – Die Height: 105 um
  – Initial Util: 0.157
  – # IOs: 2
  – Chip area: 11000 sq um
  – CORE AREA: 6910 sq um
  – # rows: 30
  – Die width: 105 um

CTS
  – Hold buffer count at cts: 0
  – CTS tree: done
  – CTS sink count: 24
  – Clock buffer depth: 2
  – Latency at later pin: 0.26 ns
  – # H-tree levels: 1
  – CTS resizes: 0
  – CTS root buf: clkbuf_8
  – Post-CTS Repair Setup Buffers: 0
  – Reg clk slew, reported paths: 0.08 ns
  – Num CTS Buffers: 3

Timing
  – Pin slew with the least headroom to its limit: 0.811 ns
  – Period utilization: 0.536
  – Endpoints failing setup: 0
  – RSZ-0062 raised after global routing: false
  – Rel. slew slack: 0.457
  – Min cycle time layout: 1.98 ns
  – Max Clock Freq: 0.504 GHz
  – Setup WS post-layout: 1.72 ns
  – Setup TNS Final: 0 ns
  – Clk_skew: 0.00247 ns
  – Pins over their slew limit: 0
  – Hold Fails Final Rpt: 0

Detailed routing
  – Wire per inst: 8.60 um
  – Overall routed net length: 1790 um
  – Vias per inst: 3.53
  – First-pass detailed-route iteration total: 4
  – DRT iter0 DRCs: 27
  – Drc violations: 0
  – Via count: 734
  – Antenna-violating nets left: 0
  – Antenna cells: 0

Hold path
  – Worst Min Path Start: cnt[0]
  – HP Class: reg -> reg
  – Hold path depth: 1
  – Worst hold path endpoint: cnt[0]

Cells and area
  – Layout cell share with drive strength beyond 1: 0.0893
  – Area growth syn-to-layout: 16.6%
  – FILL cells: 763

Run
  – OpenROAD warning count: 26
  – Max_cap viols: 0

Power
  – Power per Cell Area: 343 nW/um^2
  – Total Power: 434 uW
  – Leakage: 0.379 nW
  – Maximum VDD drop: 0.000112 V

GRT
  – Largest net degree at the start of global routing: 14
  – Grt total ovfl: 0
  – Global-route wire length before repair: 3280 um
  – Vias in the first global route: 689
  – Initial antenna violation count: 0
  – Total GRT Usage: 0.0337

Place
  – Pre-CTS WS: 1.71 ns
  – DP Wirelength: 1350 um
  – IO Port Bufs: 1
  – Gp weighted congestion: 0.748
[layout make-up]
type / instances / area [sq um] / area share
sequential: 24 / 490 / 0.387
tap: 96 / 120 / 0.0949
clock buffer: 4 / 55.1 / 0.0435
multi-input combinational: 80 / 579 / 0.458
inverter: 3 / 11.3 / 0.00889
timing repair buffer: 1 / 10.0 / 0.00791
[logic make-up after synthesis]
kind of cell,after synthesis,share of synthesized area
buf+inv,4,0.0150
mux,2,0.0184
xor+xnor,18,0.145
flops,24,0.452
simple gates,55,0.333
fa+ha+maj,2,0.0230
compound gates,3,0.0138
[placed cells by master, fill, tap and decap left out]
cell,instances
nand3_1,8
nand4_1,4
nor4b_1,2
and3_1,2
clkbuf_8,4
nor3_2,1
o21ai_0,1
nor2_1,12
dfxtp_1,23
edfxtp_1,1
nand4_4,1
nor4bb_1,1
and4_1,1
nor4_4,2
ha_1,2
nor4_1,3
a21oi_1,2
inv_1,3
xnor2_1,15
nor4_2,1
nor2b_1,1
xor2_1,3
and4b_1,1
mux2i_1,2
nand3_4,1
nor3_1,5
clkdlybuf4s50_1,1
and2_1,1
nand2_1,7
nand2b_1,1
[where the power goes]
| part | internal (mW) | switching, mW | total (mW) |
|---|---|---|---|
| Clock | 0.0949 | 0.0794 | 0.174 |
| Sequential | 0.259 | 0 | 0.259 |
| Combinational | 0 | 0 | 0.000000154 |
[registers in the layout (all words and copies together), names as in the netlist]
name / flops
cnt: 23
Clk5Hz: 1
[routing by layer]
metal | share of wire | track usage | vias up | wire (um)
met4 | 0.0095 | 0.00392 | 0 | 17
met1 | 0.52 | 0.0498 | 334 | 921
li1 | - | - | 389 | -
met3 | 0.043 | 0.00932 | 2 | 77
met2 | 0.43 | 0.0489 | 9 | 772
met5 | 0 | 0 | - | 0
[through the flow]
stage	hold WS (ns)	area, sq um	util	std cells
final	0.467	1270	0.183	208
after floorplan	0.411	1090	-	108
after detailed placement	0.457	1210	0.175	204
after global placement	0.448	1210	0.175	204
after global routing	0.516	1270	0.183	208
after CTS	0.477	1270	0.183	208
[worst max path at each step]
| stage | start | endpoint | slack [ns] | cells past startpoint |
|---|---|---|---|---|
| CTS | cnt[0] | Clk5Hz | 1.70 | 5 |
| global route | cnt[0] | Clk5Hz | 1.50 | 5 |
| finish | cnt[0] | Clk5Hz | 1.72 | 5 |
[critical path, stage by stage, from the launching register on]
cell	delay (ns)
dfxtp_1	0.36
inv_1	0.09
ha_1	0.15
nor4bb_1	0.22
nand4_1	0.14
nor2_1	0.66
No activity file was given, so power comes from the tool's default toggle rates.
